==> design.v <==
`timescale  1ns/1ps
module Regfile #(
   parameter  XLEN = 32
)(
   input              clk       ,
   input              resetz    ,
   input       [4:0]  rs1_addr  ,
   input       [4:0]  rs2_addr  ,
   input       [4:0]  rd_addr   ,
   input  [XLEN-1:0]  rd_wdata  ,
   output [XLEN-1:0]  rs1_data_o,
   output [XLEN-1:0]  rs2_data_o
);
wire [XLEN-1:0] r1_n ,r2_n ,r3_n ,r4_n ,r5_n;
wire [XLEN-1:0] r6_n ,r7_n ,r8_n ,r9_n ,r10_n;
wire [XLEN-1:0] r11_n,r12_n,r13_n,r14_n,r15_n;
wire [XLEN-1:0] r16_n,r17_n,r18_n,r19_n,r20_n;
wire [XLEN-1:0] r21_n,r22_n,r23_n,r24_n,r25_n;
wire [XLEN-1:0] r26_n,r27_n,r28_n,r29_n,r30_n;
wire [XLEN-1:0] r31_n;
reg [XLEN-1:0] r1 ,r2 ,r3 ,r4 ,r5 ;
reg [XLEN-1:0] r6 ,r7 ,r8 ,r9 ,r10;
reg [XLEN-1:0] r11,r12,r13,r14,r15;
reg [XLEN-1:0] r16,r17,r18,r19,r20;
reg [XLEN-1:0] r21,r22,r23,r24,r25;
reg [XLEN-1:0] r26,r27,r28,r29,r30;
reg [XLEN-1:0] r31;
reg [XLEN-1:0] rs1_rdata;
reg [XLEN-1:0] rs2_rdata;
always@(posedge clk or negedge resetz)begin
   if(~resetz)begin
      r1   <= 'd0;  r16 <= 'd0;  r31 <= 'd0; 
      r2   <= 'd0;  r17 <= 'd0;
      r3   <= 'd0;  r18 <= 'd0;
      r4   <= 'd0;  r19 <= 'd0;
      r5   <= 'd0;  r20 <= 'd0;
      r6   <= 'd0;  r21 <= 'd0;
      r7   <= 'd0;  r22 <= 'd0;
      r8   <= 'd0;  r23 <= 'd0;
      r9   <= 'd0;  r24 <= 'd0;
      r10  <= 'd0;  r25 <= 'd0;
      r11  <= 'd0;  r26 <= 'd0;
      r12  <= 'd0;  r27 <= 'd0;
      r13  <= 'd0;  r28 <= 'd0;
      r14  <= 'd0;  r29 <= 'd0;
      r15  <= 'd0;  r30 <= 'd0;
   end
   else begin
      r1   <= r1_n;   r16 <= r16_n;  r31 <= r31_n; 
      r2   <= r2_n;   r17 <= r17_n;
      r3   <= r3_n;   r18 <= r18_n;
      r4   <= r4_n;   r19 <= r19_n;
      r5   <= r5_n;   r20 <= r20_n;
      r6   <= r6_n;   r21 <= r21_n;
      r7   <= r7_n;   r22 <= r22_n;
      r8   <= r8_n;   r23 <= r23_n;
      r9   <= r9_n;   r24 <= r24_n;
      r10  <= r10_n;  r25 <= r25_n;
      r11  <= r11_n;  r26 <= r26_n;
      r12  <= r12_n;  r27 <= r27_n;
      r13  <= r13_n;  r28 <= r28_n;
      r14  <= r14_n;  r29 <= r29_n;
      r15  <= r15_n;  r30 <= r30_n;
   end
end
assign r1_n  = (rd_addr == 5'd1 ) ? rd_wdata : r1 ;
assign r2_n  = (rd_addr == 5'd2 ) ? rd_wdata : r2 ;
assign r3_n  = (rd_addr == 5'd3 ) ? rd_wdata : r3 ;
assign r4_n  = (rd_addr == 5'd4 ) ? rd_wdata : r4 ;
assign r5_n  = (rd_addr == 5'd5 ) ? rd_wdata : r5 ;
assign r6_n  = (rd_addr == 5'd6 ) ? rd_wdata : r6 ;
assign r7_n  = (rd_addr == 5'd7 ) ? rd_wdata : r7 ;
assign r8_n  = (rd_addr == 5'd8 ) ? rd_wdata : r8 ;
assign r9_n  = (rd_addr == 5'd9 ) ? rd_wdata : r9 ;
assign r10_n = (rd_addr == 5'd10) ? rd_wdata : r10;
assign r11_n = (rd_addr == 5'd11) ? rd_wdata : r11;
assign r12_n = (rd_addr == 5'd12) ? rd_wdata : r12;
assign r13_n = (rd_addr == 5'd13) ? rd_wdata : r13;
assign r14_n = (rd_addr == 5'd14) ? rd_wdata : r14;
assign r15_n = (rd_addr == 5'd15) ? rd_wdata : r15;
assign r16_n = (rd_addr == 5'd16) ? rd_wdata : r16;
assign r17_n = (rd_addr == 5'd17) ? rd_wdata : r17;
assign r18_n = (rd_addr == 5'd18) ? rd_wdata : r18;
assign r19_n = (rd_addr == 5'd19) ? rd_wdata : r19;
assign r20_n = (rd_addr == 5'd20) ? rd_wdata : r20;
assign r21_n = (rd_addr == 5'd21) ? rd_wdata : r21;
assign r22_n = (rd_addr == 5'd22) ? rd_wdata : r22;
assign r23_n = (rd_addr == 5'd23) ? rd_wdata : r23;
assign r24_n = (rd_addr == 5'd24) ? rd_wdata : r24;
assign r25_n = (rd_addr == 5'd25) ? rd_wdata : r25;
assign r26_n = (rd_addr == 5'd26) ? rd_wdata : r26;
assign r27_n = (rd_addr == 5'd27) ? rd_wdata : r27;
assign r28_n = (rd_addr == 5'd28) ? rd_wdata : r28;
assign r29_n = (rd_addr == 5'd29) ? rd_wdata : r29;
assign r30_n = (rd_addr == 5'd30) ? rd_wdata : r30;
assign r31_n = (rd_addr == 5'd31) ? rd_wdata : r30;
always@(*)begin
   case(rs1_addr[4:0])
   5'd0 : rs1_rdata ='d0 ;
   5'd1 : rs1_rdata = r1 ;
   5'd2 : rs1_rdata = r2 ;
   5'd3 : rs1_rdata = r3 ;
   5'd4 : rs1_rdata = r4 ;   
   5'd5 : rs1_rdata = r5 ;
   5'd6 : rs1_rdata = r6 ;
   5'd7 : rs1_rdata = r7 ;
   5'd8 : rs1_rdata = r8 ;
   5'd9 : rs1_rdata = r9 ;
   5'd10: rs1_rdata = r10;
   5'd11: rs1_rdata = r11;
   5'd12: rs1_rdata = r12;
   5'd13: rs1_rdata = r13;
   5'd14: rs1_rdata = r14;
   5'd15: rs1_rdata = r15;
   5'd16: rs1_rdata = r16;
   5'd17: rs1_rdata = r17;
   5'd18: rs1_rdata = r18;
   5'd19: rs1_rdata = r19;
   5'd20: rs1_rdata = r20;
   5'd21: rs1_rdata = r21;
   5'd22: rs1_rdata = r22;
   5'd23: rs1_rdata = r23;
   5'd24: rs1_rdata = r24;
   5'd25: rs1_rdata = r25;
   5'd26: rs1_rdata = r26;
   5'd27: rs1_rdata = r27;
   5'd28: rs1_rdata = r28;
   5'd29: rs1_rdata = r29;
   5'd30: rs1_rdata = r30;
   5'd31: rs1_rdata = r31;
   default:begin
      rs1_rdata = 'd0;
   end
   endcase
end
always@(*)begin
   case(rs2_addr[4:0])
   5'd0 : rs2_rdata ='d0 ;
   5'd1 : rs2_rdata = r1 ;
   5'd2 : rs2_rdata = r2 ;
   5'd3 : rs2_rdata = r3 ;
   5'd4 : rs2_rdata = r4 ;   
   5'd5 : rs2_rdata = r5 ;
   5'd6 : rs2_rdata = r6 ;
   5'd7 : rs2_rdata = r7 ;
   5'd8 : rs2_rdata = r8 ;
   5'd9 : rs2_rdata = r9 ;
   5'd10: rs2_rdata = r10;
   5'd11: rs2_rdata = r11;
   5'd12: rs2_rdata = r12;
   5'd13: rs2_rdata = r13;
   5'd14: rs2_rdata = r14;
   5'd15: rs2_rdata = r15;
   5'd16: rs2_rdata = r16;
   5'd17: rs2_rdata = r17;
   5'd18: rs2_rdata = r18;
   5'd19: rs2_rdata = r19;
   5'd20: rs2_rdata = r20;
   5'd21: rs2_rdata = r21;
   5'd22: rs2_rdata = r22;
   5'd23: rs2_rdata = r23;
   5'd24: rs2_rdata = r24;
   5'd25: rs2_rdata = r25;
   5'd26: rs2_rdata = r26;
   5'd27: rs2_rdata = r27;
   5'd28: rs2_rdata = r28;
   5'd29: rs2_rdata = r29;
   5'd30: rs2_rdata = r30;
   5'd31: rs2_rdata = r31;
   default:begin
      rs2_rdata = 'd0;
   end
   endcase   
end
assign rs1_data_o = rs1_rdata;
assign rs2_data_o = rs2_rdata;    
endmodule
==> run.sh <==
#!/bin/bash
# OpenROAD 26Q1-2900-gdf79404cd8, Yosys 0.63+post, stock flow scripts
make -C /OpenROAD-flow-scripts/flow DESIGN_CONFIG=/design/flow/config.mk WORK_HOME=/design/flow/orfs finish
==> config.mk <==
export PLATFORM = sky130hd
export DESIGN_NAME = Regfile
export DESIGN_NICKNAME = Regfile
export VERILOG_FILES = /design/flow/design.v
export SDC_FILE = /design/flow/constraint.sdc
export NUM_CORES = 4
export LEC_CHECK = 1
export CORE_UTILIZATION = 50
==> constraint.sdc <==
current_design Regfile

set clk_period 7.8
set clk_io_pct 0.2

create_clock -name clk0 -period $clk_period [get_ports {clk}]

set non_clock_inputs [all_inputs -no_clocks]
set_input_delay [expr $clk_period * $clk_io_pct] -clock clk0 $non_clock_inputs
set_output_delay [expr $clk_period * $clk_io_pct] -clock clk0 [all_outputs]
==> results_slide.txt <==
Key Metrics from the Run

Synthesis
  – XOR Share, Synth: 0%
  – Main logic family: multiplexers
  – Synth flops: 992
  – Mapped Area: 48600 um^2
  – Syn Inst Count: 4129
  – Netlist cell types: 54
  – YS warnings: 1
  – Yosys Instances: 4129
  – Post-synth seq share: 51.0%
  – Dominant Register Cell: dfrtp_1
  – Multiplexer share: 23.3%
  – Fraction of registers with async set/reset: 100%
  – Adder-cell share of the synthesized area: 0%
  – Yosys chip area: 48600 um^2
  – Simple share: 7.18%
  – Yosys aoi share: 15.2%
  – Syn Area/Cell: 11.8 um^2
  – Count of library flops with an enable pin: 0

STA
  – Setup ws final: 1.06 ns
  – Hold Vio Cnt, Final: 0
  – Max-slew violations: 0
  – Slew HR: 31.4%
  – FMAX: 148 MHz
  – Final Cycle Share: 86.4%
  – Post-route minimum period: 6.74 ns
  – Transition time of the tightest slew-check pin: 1.03 ns
  – Final setup TNS: 0 ns
  – Skew final: 0.0157 ns
  – Final setup violation count: 0
  – RSZ-0062 raised after global routing: false

Clock tree
  – Number of H-tree levels: 3
  – Setup Fix Bufs, Post-CTS: 0
  – Clock slew at reported path FFs: 0.05 ns
  – Root Driver: clkbuf_16
  – Maximum clock path buffer count: 3
  – Clock Latency Late Sink: 0.71 ns
  – Clock sink count: 992
  – PostCTS Resize Cnt: 0
  – CTS buffer count: 109
  – Hold buffers post-CTS: 0
  – CTS tree: yes

Min path
  – Worst hold path type: flop to flop

Place
  – Port bufs: 112
  – Post-detail-place hpwl: 125000 um
  – Final Wtd Congestion: 0.983
  – Dpl ws: 1.16 ns

Detailed routing
  – WL final: 211000 um
  – Post-route antenna net violation count: 0
  – Number of remaining DRC errors: 0
  – Metal2 WL: 88300 um
  – Iter 0 DRT Violations: 4626
  – Top routing layer in use: met5
  – Initial DRT Pass Iterations: 9
  – M1 WL: 74100 um
  – Vias post-DR: 40000
  – Met3 Wirelength: 33700 um
  – WL per Instance: 38.3 um
  – Vias per inst: 7.26

Power
  – Power Dens Cells: 267 nW/um^2
  – Max VDD drop: 0.216 mV
  – Leakage: 24.1 nW

Finish
  – Commonest Layout Cell: dfrtp_1
  – Area Overhead vs Synth: 15.0%
  – Top Layout Cells: 992 x dfrtp_1, 976 x mux2_2, 835 x a22oi_1
  – Share of cells above drive strength 1: 34.4%

Job
  – Max cap viols: 0
  – Tool warning count: 31

Worst setup path
  – Crit path DAT: 5.18 ns
  – Worst endpoint required time: 6.24 ns
  – Crit Path Category: primary input to output pin
  – CP max FO: 14
  – Register-to-register setup slack: 6.94 ns
  – Startpoint Class: primary input
  – CP endpoint kind: output pin

Floorplan
  – Die Span Y: 314 um
  – # rows: 114
  – Total core area: 96600 um^2
  – Floorplan utilization: 50.4%
  – Die W: 314 um
  – Io pins: 113
  – Chip footprint: 98500 um^2

Global routing
  – First-pass GRT wire length: 297000 um
  – Largest net degree at the start of global routing: 102
  – Tot GR Track Use: 45.4%
  – Total overflow reported by the global router: 0
  – Vias in the first global route: 39400
  – Initial antenna violation count: 4

Status
  – Status: finished clean
metrics by stage:
step	instances	area [um^2]	utilization (%)	power [mW]	hold WS, ns
floorplan	4129	48600	-	8.54	0.480
global placement	5317	52300	54.2	9.63	0.498
detailed placement	5317	52300	54.2	9.68	0.508
CTS	5509	55900	57.9	14.9	0.526
global route	5509	55900	57.9	15.5	0.541
finish	5512	55900	57.9	14.9	0.524
cell usage after synthesis, types with 17 or more instances:
| cell type | n | area [um^2] |
|---|---|---|
| a22oi_1 | 835 | 6270 |
| dfrtp_1 | 992 | 24800 |
| a222oi_1 | 61 | 611 |
| nor3_1 | 42 | 210 |
| nand2_1 | 365 | 1370 |
| buf_1 | 54 | 203 |
| clkbuf_1 | 321 | 1200 |
| nor2_1 | 95 | 357 |
| nor4_1 | 57 | 357 |
| buf_2 | 29 | 145 |
| and3_1 | 24 | 150 |
| mux2_2 | 976 | 11000 |
| nand4_1 | 33 | 206 |
| nand3_1 | 74 | 370 |
| mux2_1 | 17 | 191 |
power by group:
group	switching, mW	leakage (nW)	internal [mW]
registers	1.10	12.2	6.36
logic	0.952	10.2	1.27
clock network	2.21	1.78	3.06
total	4.26	24.1	10.7
critical path, stage by stage:
cell,delay [ns]
clkdlybuf4s50_1,0.74
or3b_2,0.63
nor2_4,0.64
buf_4,0.41
a22oi_1,0.15
nand2_1,0.16
nor4_1,0.07
nand2_1,0.26
clkdlybuf4s50_1,0.53
cells by family after synthesis:
group | after synthesis
DFF | 992
and+or+nand+nor | 755
buffers and inverters | 411
AOI/OAI and AO/OA | 964
muxes | 1007
worst paths after layout:
path,depth (start not counted),start,endpoint
setup / recovery,9,rs1_addr[3],rs1_data_o[29]
setup reg to reg,1,r30[14],r31[14]
hold / removal,1,r14[19],r14[19]
hold reg to reg,1,r14[19],r14[19]
min in group asynchronous,1,resetz,r18[30]
max in group asynchronous,3,resetz,r31[16]
layout make-up:
cell class | instances | area [um^2]
fillers | 7790 | 40600
flip-flops and latches | 992 | 24800
multi-input cells | 2726 | 22900
clock buffers | 159 | 3200
repair buffers | 319 | 2990
well taps | 1276 | 1600
clock inverters | 33 | 420
inverters | 4 | 15.0
diodes | 3 | 7.51
per-layer routing:
| layer | global-route usage (%) | vias to the layer above |
|---|---|---|
| li1 | - | 15800 |
| met2 | 61.2 | 3051 |
| met3 | 25.3 | 910 |
| met5 | 0.338 | - |
| met4 | 23.6 | 6 |
| met1 | 59.9 | 20200 |
Power and IR drop assume default switching activity.
