**/design/flow/design.v**
```verilog
module IMM #(
    parameter XLEN_ZERO    = 32'd0,
    parameter XLEN         = 32 
)(
    input  [XLEN-1:7]          inst_i      , 
    input                      IMM_I_type_1,
    input                      IMM_I_type_2,
    input                      IMM_S_type  ,
    input                      IMM_B_type  ,
    input                      IMM_U_type  ,
    input                      IMM_J_type  ,
    output  [XLEN-1:0]         IMM_Result  
);
    wire [XLEN-1:0] I_type_1_Result;
    wire [XLEN-1:0] I_type_2_Result;
    wire [XLEN-1:0] S_type_Result;
    wire [XLEN-1:0] B_type_Result;
    wire [XLEN-1:0] U_type_Result;
    wire [XLEN-1:0] J_type_Result;
    assign I_type_1_Result = {{21{inst_i[31]}},inst_i[30:20]};
    assign I_type_2_Result = {{27{inst_i[31]}},inst_i[24:20]};
    assign S_type_Result   = {{21{inst_i[31]}},inst_i[30:25],inst_i[11:7]};
    assign B_type_Result   = {{20{inst_i[31]}},inst_i[7],inst_i[30:25],inst_i[11:8],1'b0};
    assign U_type_Result   = {inst_i[31:12],12'd0};
    assign J_type_Result   = {{12{inst_i[31]}},inst_i[19:12],inst_i[20],inst_i[30:25],inst_i[24:21],1'b0};
    assign  IMM_Result     = IMM_I_type_1 ?  I_type_1_Result :
                             IMM_I_type_2 ?  I_type_2_Result :
                             IMM_S_type   ?  S_type_Result   :
                             IMM_B_type   ?  B_type_Result   :
                             IMM_J_type   ?  IMM_J_type      :
                                             32'd0           ;
endmodule
```
**/design/flow/run.sh**
```bash
#!/bin/bash
# OpenROAD 26Q1-2900-gdf79404cd8, Yosys 0.63+post, stock flow scripts
make -C /OpenROAD-flow-scripts/flow DESIGN_CONFIG=/design/flow/config.mk WORK_HOME=/design/flow/orfs finish
```
**/design/flow/config.mk**
```make
export PLATFORM = sky130hd
export DESIGN_NAME = IMM
export DESIGN_NICKNAME = IMM
export VERILOG_FILES = /design/flow/design.v
export SDC_FILE = /design/flow/constraint.sdc
export NUM_CORES = 4
export LEC_CHECK = 1
export CORE_AREA = 10 10 70 70
export DIE_AREA = 0 0 80 80
```
**/design/flow/constraint.sdc**
```tcl
current_design IMM

set clk_period 1.5
set clk_io_pct 0.2

create_clock -name clk0 -period $clk_period

set non_clock_inputs [all_inputs -no_clocks]
set_input_delay [expr $clk_period * $clk_io_pct] -clock clk0 $non_clock_inputs
set_output_delay [expr $clk_period * $clk_io_pct] -clock clk0 [all_outputs]
```
==> impl.org <==
* Flow results

** STA
- For the pin with the worst max-slew slack, the measured transition is about 0.23 ns.
- Min setup slack post-route :: approximately 0.014 ns
- Count of endpoints failing setup in the final report :: 0
- Count of endpoints failing hold in the final timing report :: 0
- After layout, the worst path uses between 90% and 100% of the clock period.
- Final TNS setup :: 0 ns
- Minimum period implied by the final worst setup slack :: about 1.5 ns
- Tightest slew margin relative to the limit :: 84.3%
- The flow reports an fmax of about 670 MHz.
- Slew Limit Fails :: 0
- Setup repair after global routing missed its margin :: yes

** GRT
- The number of global-route vias before repair is between 600 and 700.
- Largest net degree at the start of global routing :: 8
- Total Routing Usage GR :: between 6 and 7%
- The initial antenna violation count is 0.
- Global-route wire length before repair :: about 3.5 mm
- Remaining global-route overflow :: 0

** Synth
- Summed over all instances, the cell type with the most area after synthesis is sky130_fd_sc_hd__buf_4.
- Per the Yosys statistics, synthesis produced roughly 63 cells.
- Mean area per synthesized cell :: a little over 6 um2
- Counting the warning lines in the Yosys log gives 0.
- Post-synthesis, Yosys gives the total cell area as around 390 um2.
- After technology mapping, the gate count stands at ~63.
- The cell area that synthesis handed to floorplanning was about 400 um2.
- Top cells by area :: sky130_fd_sc_hd__buf_4 36%, sky130_fd_sc_hd__o21ai_0 15%, sky130_fd_sc_hd__o311ai_0 11%
- Yosys reports that the leading cell type by area covers ~36% of the netlist area.
- The synthesized netlist contains 17 unique library cells.
- Seq share, synth :: 0%

** Place
- The placement report lists the number of port buffers as around 54.
- Gpl congestion :: about 0.72
- Pre-CTS setup slack :: -0.693 ns
- Summed over all nets, the half-perimeter wirelength after detailed placement is roughly 1.6 mm.
- Placed Cells :: ~150

** Worst setup path
- Along the worst path, the maximum fanout reaches 3.
- Critical Setup Path Class :: in -> out
- On the critical path the data arrives at approximately 1.2 ns.
- Kind of launch point of the worst setup path :: primary input
- The required time at the worst endpoint is listed as between 1 and 1.5 ns.
- Critical path destination :: IMM_Result[16]
- The most critical setup path has its startpoint at IMM_B_type.
- CP endpoint kind :: primary output

** Drt
- Via-to-Cell Ratio :: between 3 and 4
- After the first detailed-routing iteration, the DRC count stood at 5.
- Per the detail_route report, the via count comes to 632.
- DRC viols :: 0
- In the final routed layout, each cell accounts on average for between 10 and 15 um.
- Number of antenna diodes :: 0
- The detailed router reported a total wirelength of 2.23 mm.
- The first TritonRoute pass finished after 3 iterations.
- Number of routed nets with antenna violations :: 0

** Final layout
- Share of layout cells above drive strength 1 :: between 40% and 50%
- Filler-free cell count of the finished design :: between 150 and 200
- Seq. cell area :: 0 um2
- Seq_cells :: 0
- The finished layout reports a core utilization of between 30% and 40%.
- In the final layout, the clock buffer count is 0.
- Between the synthesized netlist and the finished layout, the area growth was recorded as 173%.

** Floorplanning
- Floorplan die area :: around 6400 um2
- Number of standard-cell rows in the floorplan :: 21
- Placeable core region :: about 3400 um2
- Y dimension of the die :: 80 um
- I/O pin cnt :: 63
- Effective utilization at floorplan :: between 10% and 20%
- Die outline width :: 80 um

** Run status
- The run finished with clean final reports.

** Worst hold path
- Hold Path Class :: in -> out
- Per the hold report, the tightest min-delay path originates at inst_i[31].

** Flow run
- Max-cap violations :: 0
- The stage logs contain a warning count of 43.

** Pwr
- Maximum vdd ir drop :: between 0.00009 and 0.0001 V
- The report lists the power per cell area as approximately 270 nW/um2.
- Total power consumption of the routed design :: around 0.29 mW
- Leakage power figure :: approximately 0.53 nW

** Clocking
- After clock tree synthesis, the flow added hold-fix buffers numbering 0.
per-layer routing:
layer / wire (um) / global-route usage (%) / vias to the layer above
li1: - / - / 316
met3: 288 / 3.07 / 0
met4: 0 / 0 / 0
met5: 0 / 0 / -
met2: 1050 / 11.7 / 32
met1: 888 / 7.58 / 284
critical path, cell delays in order:
cell                       delay [ns]
sky130_fd_sc_hd__buf_8           0.10
sky130_fd_sc_hd__nor2_4          0.14
sky130_fd_sc_hd__a21boi_4        0.08
sky130_fd_sc_hd__buf_6           0.14
sky130_fd_sc_hd__buf_16          0.12
sky130_fd_sc_hd__buf_6           0.11
sky130_fd_sc_hd__buf_6           0.11
sky130_fd_sc_hd__buf_6           0.10
synth_stat cells:
cell,number
sky130_fd_sc_hd__a211oi_1,1
sky130_fd_sc_hd__a21boi_0,1
sky130_fd_sc_hd__a2bb2oi_1,1
sky130_fd_sc_hd__buf_2,1
sky130_fd_sc_hd__buf_4,19
sky130_fd_sc_hd__buf_6,1
sky130_fd_sc_hd__clkbuf_1,1
sky130_fd_sc_hd__inv_1,6
sky130_fd_sc_hd__nand2_1,7
sky130_fd_sc_hd__nand3b_1,1
sky130_fd_sc_hd__nor2_1,2
sky130_fd_sc_hd__o21ai_0,12
sky130_fd_sc_hd__o311ai_0,5
sky130_fd_sc_hd__o311ai_1,1
sky130_fd_sc_hd__o31ai_1,2
sky130_fd_sc_hd__or2_1,1
sky130_fd_sc_hd__or3b_1,1
placed cells by master, fill, tap and decap left out, drive strengths merged, types with 2 or more instances in the layout:
cell	n
clkbuf	5
o31ai	2
nor2	2
buf	40
inv	6
clkdlybuf4s50	9
dlymetal6s2s	3
nand2	7
clkdlybuf4s15	10
o21ai	12
o311ai	6
dlygate4sd2	9
logic make-up after synthesis:
family,share of synthesized area [%]
AOI/OAI and AO/OA,38.5
and+or+nand+nor,14.3
buffers and inverters,47.1
report_power, final:
group | total (mW) | internal, mW | switching (mW)
logic | 0.291 | 0.199 | 0.0925
registers | 0 | 0 | 0
clock network | 0 | 0 | 0
total | 0.291 | 0.199 | 0.0925
metrics by stage:
stage               cell area (um2)  hold WS [ns]
finish                         1070         0.877
global route                   1070         0.903
CTS                            1090         0.877
detailed placement              912          1.54
global placement                912          1.54
floorplan                       397         0.669
area by class of cell:
| cell class | instances | area, um2 |
|---|---|---|
| Fill cell | 370 | 2340 |
| Tap cell | 46 | 57.6 |
| Inverter | 6 | 22.5 |
| Timing Repair Buffer | 77 | 734 |
| Multi-Input combinational cell | 35 | 258 |
how the worst min path moves through the flow:
stage	depth (start not counted)	slack (ns)	end
after CTS	4	0.88	IMM_Result[11]
after global routing	4	0.90	IMM_Result[11]
final	4	0.88	IMM_Result[11]
repair_timing:
| action | CTS | global route |
|---|---|---|
| setup buffers | 12 | 1 |
| pin swaps | 11 | 6 |
| endpoints found under the hold margin | 0 | 0 |
| cloned | 3 | 0 |
| gates resized | 133 | 18 |
| setup endpoints to repair | 32 | 17 |
Power and IR drop assume default switching activity.
